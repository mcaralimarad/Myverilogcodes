==> design.v <==
 module mult2C (CLK, St, Mplier, Mcand, Product, Done);
   input CLK;
   input St;
   input[3:0] Mplier;
   input[3:0] Mcand;
   output[6:0] Product;
   output Done;
   reg[2:0] State;
   reg[3:0] A;
   reg[3:0] B;
   reg[3:0] addout;
   wire M;
   initial
   begin
      State = 0;
   end
    assign M=B[0];
   always @(posedge CLK)
   begin
$monitor("CLK:%b,Mplier:%b,Mcand:%b,State:%b,addout:%b,St:%b,M:%b,Product:%b,Done:%b",
         CLK,Mplier,Mcand,State,addout,St,M,Product,Done);      
		case (State)
            0 :
                     begin
                        if (St == 1'b1)
                        begin
                           A <= 4'b0000 ;
                           B <= Mplier ;
									                           State <= 1 ;
                        end
      else
         State <= 0;
                     end
            1, 2, 3 :
                     begin
                        if (M == 1'b1)
                        begin
                           addout = A + Mcand;
                           A <= {Mcand[3], addout[3:1]} ;
                           B <= {addout[0], B[3:1]} ;
                        end
                        else
                        begin
                           A <= {A[3], A[3:1]} ;
                           B <= {A[0], B[3:1]} ;
                        end
                        State <= State + 1 ;
                     end
            4 :
                     begin
                        if (M == 1'b1)
                        begin
                           addout = A + ~Mcand + 1;
                           A <= {~Mcand[3], addout[3:1]} ;
                           B <= {addout[0], B[3:1]} ;
                        end
                        else
                        begin
                           A <= {A[3], A[3:1]} ;
                           B <= {A[0], B[3:1]} ;
                        end
                        State <= 5 ;
                     end
            5 :
                     begin
                       State <= 0 ;
                     end
      default :
                     begin
                        State <= 0 ;
                     end
         endcase
         end
   assign Done = (State == 5) ? 1'b1 : 1'b0 ;
   assign Product = {A[2:0], B} ;
endmodule
==> run.sh <==
#!/bin/bash
# OpenROAD 26Q1-2900-gdf79404cd8, Yosys 0.63+post, stock flow scripts
make -C /OpenROAD-flow-scripts/flow DESIGN_CONFIG=/design/flow/config.mk WORK_HOME=/design/flow/orfs finish
==> config.mk <==
export PLATFORM = sky130hd
export DESIGN_NAME = mult2C
export DESIGN_NICKNAME = mult2C
export VERILOG_FILES = /design/flow/design.v
export SDC_FILE = /design/flow/constraint.sdc
export NUM_CORES = 4
export LEC_CHECK = 1
export CORE_AREA = 10 10 72 72
export DIE_AREA = 0 0 82 82
==> constraint.sdc <==
current_design mult2C

set clk_period 2.6
set clk_io_pct 0.2

create_clock -name clk0 -period $clk_period [get_ports {CLK}]

set non_clock_inputs [all_inputs -no_clocks]
set_input_delay [expr $clk_period * $clk_io_pct] -clock clk0 $non_clock_inputs
set_output_delay [expr $clk_period * $clk_io_pct] -clock clk0 [all_outputs]
==> impl_metrics.env <==
# implementation run metrics
export IMPL_yosysChipArea_sq_um=890
export IMPL_cp_slowest_cell="clkdlybuf4s50_1"
export IMPL_synth_top_area_share_pct=27.0
export IMPL_min_path_type="flop to flop"
export IMPL_tightest_slew_ns=0.469
export IMPL_syn_area_sq_um=890
export IMPL_finalCriticalPeriod_ns=2.24
export IMPL_startpoint="Mcand[1]"
export IMPL_syn_area_per_cell_sq_um=9.88
export IMPL_crit_path_cell_trace="clkdlybuf4s50_1 -> inv_1 -> ha_1 -> nor2b_1 -> o31ai_4 -> xnor2_1 -> o22ai_2 -> a2bb2oi_2"
export IMPL_grt_overflow_total=0
export IMPL_drive_above_1_share_pct=12.3
export IMPL_die_w_um=82
export IMPL_antenna_found_initial=0
export IMPL_rr_startpoint="State[0]"
export IMPL_ant_nets=0
export IMPL_tool_warnings=31
export IMPL_drt_iter0_drc=19
export IMPL_grtUsageMet2_pct=9.01
export IMPL_cts_sinks=11
export IMPL_numCtsBuffers=3
export IMPL_critPathCaptureType="flop"
export IMPL_maxCapViolCount=0
export IMPL_power_density_nw_per_um2=1230
export IMPL_routed_wl_um=1770
export IMPL_die_height_um=82
export IMPL_setup_tns_ns=0
export IMPL_instances_no_fill=154
export IMPL_n_antenna_cell=0
export IMPL_seq_area_sq_um=300
export IMPL_slowest_delay_ns=0.54
export IMPL_required_ns=2.58
export IMPL_yosys_top_cells_area="edfxtp_1, ha_1, nand2_1, dfxtp_1, fa_1"
export IMPL_r2r_slack_ns=0.67
export IMPL_synth_seq_share_pct=33.8
export IMPL_final_comb_area_sq_um=522
export IMPL_yosys_register_bits=11
export IMPL_grt_first_pass_wirelength_um=3190
export IMPL_outcome="completed"
export IMPL_ff_type="edfxtp_1"
export IMPL_cp_start_kind="input port"
export IMPL_first_global_vias=705
export IMPL_fin_crit_sh_pct=86.3
export IMPL_yosysCellCount=90
export IMPL_grtUsageMet1_pct=8.10
export IMPL_grt_busiest_layer="met2"
export IMPL_syn_instance_count=90
export IMPL_first_pass_iters=4
export IMPL_holdPathEnd="State[0]"
export IMPL_ys_async_sr_fraction_pct=0
export IMPL_clock_path_buffers=2
export IMPL_rows=22
export IMPL_clkLatencyLatePin_ns=0.23
export IMPL_critPathKind="input port to flop"
export IMPL_ctsHtreeMaxLevel=1
export IMPL_rsz0062_at_grt="no"
export IMPL_worst_hold_startpoint="State[0]"
export IMPL_cts_hold_buf=0
export IMPL_viasPerCell=4.25
export IMPL_fmax_ghz=0.446
export IMPL_drc=0
export IMPL_num_vias=654
export IMPL_setup_viol=0
export IMPL_cts_resized=0
export IMPL_grt_max_degree=12
export IMPL_grt_use_met3_pct=2.31
export IMPL_top_cells_by_count="nand2_1, ha_1, edfxtp_1"
export IMPL_dpl_hpwl_um=1410
export IMPL_postCtsSetupRepairBufs=0
export IMPL_nFillCells=383
export IMPL_yosysMostFrequentCell="nand2_1"
export IMPL_p_leak_nw=0.463
export IMPL_timing_hold_ws_ns=0.514
export IMPL_cp_data_arrival_time_ns=2.22
export IMPL_yosysWarnings=2
export IMPL_clk_pin_slew_ns=0.05
export IMPL_cts_tree="done"
export IMPL_dp_cells=150
export IMPL_pin_count=18
export IMPL_fp_util_pct=24.1
export IMPL_port_buffers=17
export IMPL_r2r_cells=7
export IMPL_gr_usage_all_layers_pct=5.83
export IMPL_largest_area_cell="edfxtp_1"
export IMPL_routedWlPerCell_um=11.5
export IMPL_rr_endpoint="A[3]"
export IMPL_synthToLayoutAreaGrowth_pct=26.3
export IMPL_cts_root_buf="clkbuf_8"
export IMPL_final_hold_viol_count=0
export IMPL_edf_count=8
export IMPL_ys_types=31
export IMPL_min_path_cells=1
export IMPL_crit_fanout=3
export IMPL_gp_congestion=0.801
export IMPL_fin_skew_ns=0.000379
export IMPL_peakVddDrop_mv=0.453
export IMPL_maxSlewHeadroom_pct=68.7
export IMPL_core_area_sq_um=3690
export IMPL_die_area_sq_um=6720
export IMPL_report_final_slew_viol_count=0
## how the worst max path moves through the flow
stage	end	cells past startpoint	slack, ns
after CTS	A[2]	8	0.35
after global routing	A[2]	8	0.23
final	A[2]	8	0.36
## power by group
group          total, mW  leakage (nW)  switching (mW)  internal (mW)
combinational      0.788         0.334           0.394          0.394
clock              0.164        0.0228          0.0571          0.107
sequential         0.432         0.106          0.0979          0.334
total               1.38         0.463           0.549          0.835
## state kept, by name (all words and copies together) (netlist names)
signal  flops
A           4
B           4
State       3
## metal layers
metal	wire length [um]	vias to the layer above
li1	-	337
met1	877	300
met2	747	17
met3	140	0
met4	0	0
met5	0	-
## logic make-up after synthesis
| logic type | synth area share, % |
|---|---|
| flops | 33.8 |
| xor+xnor | 1.97 |
| buf+inv | 7.60 |
| compound gates | 20.5 |
| fa+ha+maj | 20.0 |
| simple gates | 16.2 |
## final cells by class
| type | instances | area share (%) |
|---|---|---|
| clock buffers | 4 | 4.01 |
| inverters | 7 | 2.34 |
| multi-input cells | 67 | 46.4 |
| flip-flops and latches | 11 | 26.7 |
| well taps | 48 | 5.35 |
| repair buffers | 17 | 15.1 |
## placed cells by master (no fill, tap or decap), drive strengths merged
master         instances
nand2                 18
clkdlybuf4s50         17
ha                    11
o21ai                  9
edfxtp                 8
inv                    7
nor2                   5
clkbuf                 4
dfxtp                  3
a21oi                  3
and2                   3
xnor2                  2
nor2b                  2
fa                     2
o21ba                  1
nand2b                 1
o31ai                  1
o21bai                 1
o22ai                  1
a31oi                  1
nand3                  1
a2bb2oi                1
o211a                  1
a22o                   1
o211ai                 1
a32o                   1
## worst max-delay path: cells and delay by family
family | cells | cell delay, ns
buffers and inverters | 2 | 0.64
and+or+nand+nor | 1 | 0.21
xor gates and xnor gates | 1 | 0.22
adders and majority gates | 1 | 0.31
AOI/OAI and AO/OA | 3 | 0.33
## stage by stage
step / total power, mW / area (sq um) / util (%) / worst slack [ns]
2_1_floorplan: 1.01 / 890 / - / 0.796
3_3_place_gp: 1.22 / 1080 / 29.2 / 0.171
3_5_place_dp: 1.23 / 1080 / 29.2 / 0.117
4_1_cts: 1.40 / 1120 / 30.5 / 0.355
5_1_grt: 1.53 / 1120 / 30.5 / 0.232
6_report: 1.38 / 1120 / 30.5 / 0.357
Power is estimated from default activity; no workload was simulated.
