==> design/flow/run.sh <==
#!/bin/bash
# OpenROAD 26Q1-2900-gdf79404cd8, Yosys 0.63+post, stock flow scripts
make -C /OpenROAD-flow-scripts/flow DESIGN_CONFIG=/design/flow/config.mk WORK_HOME=/design/flow/orfs finish
==> design/flow/config.mk <==
export PLATFORM = sky130hd
export DESIGN_NAME = runningAdd1
export DESIGN_NICKNAME = runningAdd1
export VERILOG_FILES = /design/flow/design.v
export SDC_FILE = /design/flow/constraint.sdc
export NUM_CORES = 4
export LEC_CHECK = 1
export CORE_UTILIZATION = 30
==> design/flow/constraint.sdc <==
current_design runningAdd1

set clk_period 28.5
set clk_io_pct 0.2

create_clock -name clk0 -period $clk_period [get_ports {clock}]

set non_clock_inputs [all_inputs -no_clocks]
set_input_delay [expr $clk_period * $clk_io_pct] -clock clk0 $non_clock_inputs
set_output_delay [expr $clk_period * $clk_io_pct] -clock clk0 [all_outputs]
==> design/flow/design.v <==
module runningAdd1(
input	clock,
input   reset,
input   [15:0] i_data,
input   i_data_valid,
output  reg [255:0] o_data,
output reg o_data_valid
);
always @(posedge clock)
begin
    if(reset)
       o_data <= 0;
    else if(i_data_valid)
       o_data <= o_data + i_data;
end
always @(posedge clock)
    o_data_valid <= i_data_valid;
endmodule
==> results.cfg <==
; synthesis and place-and-route metrics
[run_status]
status = finished clean

[worst_setup_path]
required_ns = 28.97
ff2ff_setup_slack_ns = 24.38
cp_max_fo = 14
start_kind = primary input
reg2reg_depth = 7
crit_type = in2reg
r2r_start = o_data[45]
crit_path_end_kind = flip-flop
arrival_ns = 9.70
r2r_end = o_data[231]

[sta]
whs_ns = 0.5158
fin_skew_ns = 0.02260
max_slew_margin_pct = 24.44
finalSetupViolations = 0
drv_slew = 0
hold_violations = 0
timing_worst_slew_pin_value_ns = 1.123
rsz0062_at_grt = no
setup-tns-final_ns = 0
fin_crit_sh_pct = 32.40
min_period_ns = 9.235
max_freq_ghz = 0.1083
finalWorstSetupSlack_ns = 19.26

[clock_tree]
clock_sinks = 257
cts_hold_buf = 0
numCtsBuffers = 34
htree_levels = 2
clk_path_buf_depth = 3
cts.reportedPaths.clkPinSlew_ns = 0.05
cts_setup_buffers = 0
clockRootBuffer = clkbuf_16
cts_tree = yes
clock_latency_ns = 0.56
cts.repair.resized = 0

[synthesis]
async_flop_share_pct = 0
top_cell = nor2_1
ys.flops = 257
edf_count = 0
ys_warn_count = 1
syn_area_um2 = 16240
synthCells = 2093
top_cells_by_area = dfxtp_1 32%, nand4_1 7.1%, nor2_1 6.6%
yosys-stat-area_um2 = 16240
common_cells = 286 x nor2_1, 257 x dfxtp_1, 185 x nand4_1
ff_type = dfxtp_1
ys_seq_share_pct = 31.67
synth_cell_types = 82
ys_cells = 2093
yosysTopAreaCell = dfxtp_1
top_area_share_pct = 31.67
avgSynthCellArea_um2 = 7.761

[min_path]
hold_path_class = reg2reg
timing.hold.worst_path_depth = 2
min-delay-start = o_data[255]
hold_end = o_data[255]

[route]
finalWirelength_um = 84580
detail_route.wl_per_cell_um = 27.28
drt_iter0_markers = 1769
vias_per_cell = 6.049
drc = 0
dr.pass1.iters = 6
num_vias = 18758
ant_nets = 0

[layout]
final_area_um2 = 21060
drive_gt1_share_pct = 8.126
syn_to_final_growth_pct = 29.68
num-fill-cells = 5294

[pwr]
p_per_area_nw_per_um2 = 42.64
p_leak_nw = 6.414
total_power_mw = 0.8982
pwr-share-clk_pct = 50.2
max-vdd-ir-drop_uv = 26.99
combPwrFrac_pct = 8.9
switching_share_pct = 26.01
power.switching_mw = 0.2336
p_seq_share_pct = 41.0
intPower_mw = 0.6646

[run]
warnings = 25
cap_violations = 0

[global_routing]
grt_pass1_vias = 17430
antenna_found_initial = 2
grt_usage_pct = 30.67
overflow = 0
grt_max_degree = 83
grt_pass1_wl_um = 122200

[floorplanning]
fp.dieW_um = 234.7
io_pins = 276
rows = 84
core_um2 = 53080
die-area_um2 = 55080
die-height_um = 234.7
fp_util_pct = 30.60

[placement]
place_congestion = 1.010
hpwl_um = 65660
pre_cts_ws_ns = 18.87
port-buffer-count = 275
place_area_um2 = 19910
==> registers in the layout (all words and copies together) (netlist names) <==
signal and count:
o_data 256, o_data_valid 1
==> through the flow <==
stage / cells / utilization [%]
3_3_place_gp: 3039 / 37.52
3_5_place_dp: 3039 / 37.52
4_1_cts: 3100 / 39.68
5_1_grt: 3100 / 39.68
2_1_floorplan: 2093 / -
6_report: 3101 / 39.69
==> cell families after synthesis <==
kind of cell             after synthesis  share of synthesized area, %
buffers and inverters                107                         3.073
AND/OR/NAND/NOR                     1287                         43.59
multiplexers                          29                         1.910
AND-OR/OR-AND                        244                         10.20
flip-flops                           257                         31.67
XOR/XNOR                             152                         8.196
adder cells (fa/ha/maj)               17                         1.356
==> cells in the final DEF, fill, tap and decap left out, types with 35 or more instances in the layout <==
master | Yosys | final
nor2_1 | 286 | 286
and4_1 | 40 | 40
or4_1 | 46 | 46
o21ai_0 | 47 | 47
nand2_1 | 172 | 172
xor2_1 | 80 | 80
xnor2_1 | 72 | 72
a21oi_1 | 84 | 84
and3_1 | 65 | 65
clkbuf_16 | 0 | 35
nand4_1 | 185 | 185
nor3_1 | 85 | 85
buf_4 | 1 | 55
nand3_1 | 145 | 145
clkdlybuf4s50_1 | 0 | 273
dfxtp_1 | 257 | 257
nor4_1 | 96 | 96
or3_1 | 50 | 50
==> worst max-delay path, stage by stage <==
cell and delay (ns):
clkdlybuf4s50_1 0.47, ha_1 0.49, and4_1 0.29, nand2_1 0.08, nor3_1 0.68, o21a_1 0.40
nand4_1 0.69, or4b_1 0.73, a21oi_1 0.15
==> power by group through the flow <==
stage         combinational, mW  clock (mW)  sequential [mW]
CTS                      0.0791       0.458            0.368
global route             0.0867       0.471            0.368
finish                   0.0798       0.450            0.368
==> how the worst max path moves through the flow <==
stage	from	end	depth (start not counted)
6_report	i_data[14]	o_data[249]	9
5_1_grt	i_data[14]	o_data[233]	9
4_1_cts	i_data[14]	o_data[249]	9
==> layout make-up <==
class	instances	area, um2	share of cell area [%]
flip-flops and latches	257	5145	24.43
repair buffers	330	3164	15.02
clock buffers	50	1032	4.900
diodes	1	2.502	0.01188
inverters	35	131.4	0.6237
clock inverters	11	116.4	0.5524
multi-input cells	1729	10610	50.38
well taps	688	860.8	4.087
==> per-layer routing <==
| metal | global-route usage (%) | wire [um] |
|---|---|---|
| met5 | 0 | 0 |
| met4 | 10.96 | 3633 |
| met3 | 7.694 | 8080 |
| met2 | 45.22 | 36420 |
| met1 | 43.99 | 36450 |
No activity file was given, so power comes from the tool's default toggle rates.
