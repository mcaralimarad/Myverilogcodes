===== flow/run.sh =====
#!/bin/bash
# OpenROAD 26Q1-2900-gdf79404cd8, Yosys 0.63+post, stock flow scripts
make -C /OpenROAD-flow-scripts/flow DESIGN_CONFIG=/design/flow/config.mk WORK_HOME=/design/flow/orfs finish

===== flow/config.mk =====
export PLATFORM = sky130hd
export DESIGN_NAME = count_multi
export DESIGN_NICKNAME = count_multi
export VERILOG_FILES = /design/flow/design.v
export SDC_FILE = /design/flow/constraint.sdc
export NUM_CORES = 4
export LEC_CHECK = 1
export CORE_AREA = 10 10 107 107
export DIE_AREA = 0 0 117 117

===== flow/constraint.sdc =====
current_design count_multi

set clk_period 3.9
set clk_io_pct 0.2

create_clock -name clk0 -period $clk_period [get_ports {clk}]

set non_clock_inputs [all_inputs -no_clocks]
set_input_delay [expr $clk_period * $clk_io_pct] -clock clk0 $non_clock_inputs
set_output_delay [expr $clk_period * $clk_io_pct] -clock clk0 [all_outputs]

===== flow/design.v =====
module count_multi(clk,st,a,b,result,done);
input clk;
input st;
input [7:0]a;
input[7:0]b;
output[15:0]result;
output done;
reg load;
reg k;
reg sh;
reg add;
reg[2:0]count=0;
reg[2:0]state;
reg[2:0]nstate;
reg [15:0]ACC=0;
wire M;
assign # 1 M=ACC[0];
always @(state or M)
begin
    sh=0;
	 add=0;
	 k=0;
	case(state)
	0:begin 
	   if(st==1)
	   	begin
		     load=1'b1;
		   	nstate=1;
	   	end 
		else
		begin
		   load=1'b0;
		   nstate=0;
		end
		end
	1:begin
          load=0;
	    if(M==1)
		    begin
		     add=1'b1;
	        nstate=2;
		    end
		 else
                if(k==1 & M==0)
	               begin 
	               sh=1'b1;
		    	      nstate=3;
		            end
		 else 
		 begin
		 if(k==0 & M==0)
			    begin
			    sh=1'b1;
			    count=count+1;
			    nstate=1;
		       end
		 end
		end
	2:begin
	     if(k==1)
		   begin
		     sh=1'b1;
			  nstate=3;
		   end 
		  else 
		     begin
			   sh=1'b1;
            count=count+1;
				nstate=1;
			  end
	  end 
	3:nstate=0;
	default:nstate=0;
	  endcase
	  end
	   assign done=(state==3)?1'b1:1'b0;
		assign result=(state==3)? ACC[15:0]:16'bzzzzzzzzzzzzzz;
		always @(posedge clk)
		begin
				state<=nstate;
		    if(load==1)
	           begin
				 ACC[15:8]<=0;
				 ACC[7:0]<=a;
		      	end  
		    if(add==1'b1)
			    begin
			    ACC[15:8]<={1'b0,ACC[14:8]}+b;
			    end
			 if(sh==1)
			    begin
				  ACC<={1'b0,ACC[15:1]};
				  end
			if(count==3'b111)
			   begin
				   k<=1'b1;
				end
		end 
		endmodule

==> impl_metrics.csv <==
group,metric,value,unit
status,status,"completed",
sta,final.setup.tns,0,ns
power_and_ir_drop,ir_drop,0.172,mV
power_and_ir_drop,power.density,745,nW/um^2
placement,dpl.hpwl,2.40,mm
yosys,syn_area_per_cell,11.3,sq um
finish,flop_area,526,sq um
worst_setup_path,cpLargestDelayFamily,"AND-OR/OR-AND gates",
sta,drv_slew,0,
clocking,insertion_delay,0.26,ns
grt,overflow,0,
sta,finalHoldViolCount,0,
yosys,synth_chip_area,1150,sq um
floorplan,io-pin-count,35,
sta,rsz0062_at_grt,"no",
grt,track_usage,4.48,%
yosys,yosysUniqueCellTypes,30,
finish,combGateArea,577,sq um
job,maxCapViolCount,0,
yosys,ff_type,"edfxtp_1",
sta,clock.fmax,373,MHz
hold_path,hp-class,"flip-flop to flip-flop",
yosys,synth_warnings,2,
yosys,synthesis.area,1150,sq um
power_and_ir_drop,pwr-share-seq,34.9,%
yosys,edf_count,15,
grt,grt_first_pass_wirelength,4.71,mm
yosys,numSynthFlops,19,
floorplan,chipArea,13700,sq um
yosys,yosysCellCount,102,
sta,setup_violations,0,
placement,place_congestion,0.756,
worst_setup_path,critPathBufInv,2,
route,routed_via_density,3.41,
worst_setup_path,crit_start,"b[0]",
finish,fill_cells,1015,
sta,max_slew_margin,69.8,%
power_and_ir_drop,net-switching-power,0.454,mW
finish,syn_to_final_growth,43.8,%
worst_setup_path,worst_path_max_delay_cell,"clkdlybuf4s50_1",
hold_path,worstHoldStart,"ACC[15]$_SDFFE_PP0P_",
clocking,htree_levels,1,
route,drt-pass1-iter-count,4,
clocking,clk_pin_slew,0.08,ns
route,wire_per_inst,12.2,microns
worst_setup_path,r2r_start,"ACC[8]$_DFFE_PP_",
finish,layout_top_cell,"clkdlybuf4s50_1",
worst_setup_path,critPathKind,"primary input to flip-flop",
clocking,cts_tree,"done",
clocking,cts_made_buffers,3,
clocking,cts_resized,0,
worst_setup_path,cp-end-kind,"flip-flop",
route,n_antenna_cell,0,
floorplan,die_w,117,microns
finish,drive_gt1_share,13.9,%
sta,finalClockSkew,0.00616,ns
finish,lay_top_cells,"34 x clkdlybuf4s50_1, 15 x edfxtp_1, 11 x ha_1",
job,warnings,28,
power_and_ir_drop,p_clk_share,11.2,%
worst_setup_path,required,3.98,ns
sta,finalCriticalPeriod,2.68,ns
power_and_ir_drop,internal-power,0.784,mW
floorplan,fp.dieH,117,microns
worst_setup_path,cp.arrival,2.77,ns
grt,grt_pass1_vias,860,
grt,grt_antenna_before_repair,0,
clocking,postCtsSetupRepairBufs,0,
worst_setup_path,critical_path_peak_fanout,3,
worst_setup_path,path_cells,"clkdlybuf4s50_1 -> ha_1 -> inv_1 -> fa_1 -> and2b_1 -> o21ai_0 -> a21oi_1 -> nor3_1 -> o41ai_2",
floorplan,core_area,9200,sq um
power_and_ir_drop,power_switching_share,36.7,%
worst_setup_path,max_stage_delay,0.47,ns
route,drc,0,
sta,unclocked_pins,1,
clocking,hold_buffers,0,
power_and_ir_drop,p_leak,0.613,nW
yosys,async_reset_ff_share,0,%
floorplan,fp-row-count,35,
yosys,synthCells,102,
clocking,cts_buffer_depth,2,
sta,untimed_endpoints,1,
route,ant_nets,0,
power_and_ir_drop,combinationalPowerShare,53.9,%
route,first_iter_violations,28,
grt,grt_max_degree,25,
placement,io_buffers,34,
sta,finalCritPeriodShare,68.8,%
sta,tightest_slew,0.452,ns
finish,post-route-util,18.1,%
route,wl,3.02,mm
route,vias,845,
floorplan,fp-utilization,12.6,%
worst_setup_path,startpoint_type,"primary input",
clocking,cts_root_buffer,"clkbuf_8",
## final timing paths
path                          end  slack (ns)  cells past startpoint
max reg2reg     ACC[14]$_DFFE_PP_        1.79                      8
min          ACC[15]$_SDFFE_PP0P_        0.53                      1
max             ACC[14]$_DFFE_PP_        1.22                      9
min reg2reg  ACC[15]$_SDFFE_PP0P_        0.53                      1
## cell usage after synthesis, types with 2 or more instances
cell type / number / area [sq um]
o21ai_0: 6 / 30.0
nor3_1: 3 / 15.0
xnor2_1: 2 / 17.5
dfxtp_1: 3 / 60.1
nand2_1: 10 / 37.5
a21oi_1: 3 / 15.0
nor2b_1: 3 / 18.8
inv_1: 7 / 26.3
edfxtp_1: 15 / 450
o31ai_1: 3 / 22.5
ha_1: 11 / 138
o41ai_2: 3 / 48.8
nor2_1: 8 / 30.0
buf_2: 2 / 10.0
mux2_2: 8 / 90.1
## cell type report
class / instances / share of cell area [%]
Timing Repair Buffer: 35 / 20.9
Inverter: 7 / 1.58
Tap cell: 111 / 8.36
Clock buffer: 3 / 2.49
Sequential cell: 19 / 31.7
Multi-Input combinational cell: 72 / 34.7
Clock inverter: 1 / 0.226
## stage by stage
step,setup slack (ns),instance area [sq um],hold WS (ns),std cells,power (mW)
after global placement,0.959,1620,0.510,244,1.12
after floorplan,1.56,1150,0.469,102,0.827
final,1.22,1660,0.528,248,1.24
after detailed placement,0.931,1620,0.518,244,1.12
after global routing,1.07,1660,0.559,248,1.37
after CTS,1.20,1660,0.539,248,1.27
## kinds of logic after synthesis
group / synth area share, %
AOI/OAI and AO/OA: 15.6
adders and majority gates: 13.7
buffers and inverters: 4.77
latches: 1.30
DFF: 44.2
xor gates and xnor gates: 2.28
and+or+nand+nor: 10.4
muxes: 7.80
## flip-flops by register name (all words and copies together), names as in the netlist
register / flops
state: 2
ACC: 16
load: 1
## power by group through the flow
stage         clock network (mW)  logic (mW)  registers (mW)
CTS                        0.150       0.687           0.436
global route               0.159       0.759           0.449
finish                     0.139       0.667           0.431
## worst reg2reg max path: cells and delay by family (launching register included)
family,cells,cell delay (ns)
compound gates,3,0.58
buf+inv,1,0.07
simple gates,2,0.30
flops,1,0.40
fa+ha+maj,2,0.59
## metal layers
metal	vias up	track usage, %	wire (microns)
met2	27	7.12	1350
met3	0	1.81	279
met4	0	0.0824	0
met1	376	5.99	1390
met5	-	0	0
li1	442	-	-
Power is estimated from default activity; no workload was simulated.
